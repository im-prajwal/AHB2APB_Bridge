`/design/flow/design.v`:
```
`timescale 1ns / 1ps
module AHB_Slave(Hclk, Hresetn, Hreadyin, Hwrite, Htrans, Haddr, Hwdata, Prdata,
        valid, Hwrite_reg, Hresp, temp_selx, Haddr1, Haddr2, Hwdata1, Hwdata2, Hrdata);
input Hclk, Hresetn, Hreadyin ,Hwrite;
input [1:0] Htrans;
input [31:0] Haddr, Hwdata, Prdata;
output reg valid, Hwrite_reg;
output [1:0] Hresp;
output reg [2:0] temp_selx;
output reg [31:0] Haddr1, Haddr2, Hwdata1, Hwdata2;
output [31:0] Hrdata; 
parameter IDLE = 2'b00,        
          BUSY = 2'b01,        
          NONSEQ = 2'b10,      
          SEQ = 2'b11;         
parameter OKAY = 2'b00,
          ERROR = 2'b01,
          RETRY = 2'b10,
          SPLIT =2'b11;
parameter INTERURPT_CONTROLLER = 3'b001,
          COUNTER_TIMER = 3'b010,
          REMAP_PAUSE = 3'b100,
          UNDEFINED = 3'b000;
always @(Hreadyin,Haddr,Htrans,Hresetn)
begin
    if(Hresetn == 0)
        valid = 0;
    else if ((Hreadyin == 1) && (Haddr >= 32'h8000_0000 && Haddr < 32'h8C00_0000) && (Htrans == NONSEQ || Htrans == SEQ))
	   valid = 1;
	else if ((Hreadyin == 0) || Haddr >= 32'h8C00_0000 || (Htrans == IDLE || Htrans == BUSY))
	   valid = 0;
end
always @(Haddr,Hresetn)
begin
    if (Hresetn && (Haddr >= 32'h8000_0000 && Haddr < 32'h8400_0000))
        temp_selx = INTERURPT_CONTROLLER;
    else if (Hresetn && (Haddr >= 32'h8400_0000 && Haddr < 32'h8800_0000))
        temp_selx = COUNTER_TIMER;
    else if (Hresetn && (Haddr >= 32'h8800_0000 && Haddr < 32'h8C00_0000))
        temp_selx = REMAP_PAUSE;
    else if (Hresetn && (Haddr >= 32'h8C00_0000 && Haddr < 32'hBFFF_FFFF))
        temp_selx = UNDEFINED;
end
always @(posedge Hclk)
begin
    if(Hresetn==0)
    begin
        Haddr1 <= 0;
        Haddr2 <= 0;
    end
    else
    begin
        Haddr1 <= Haddr;
        Haddr2 <= Haddr1;
    end		
end
always @(posedge Hclk)
begin	
    if(Hresetn==0)
	begin
	   Hwdata1 <= 0;
	   Hwdata2 <= 0;
	end
	else
	begin
		Hwdata1 <= Hwdata;
		Hwdata2 <= Hwdata1;
	end		
end
always @(posedge Hclk)
begin	
	if(Hresetn==0)
		Hwrite_reg <= 0;
	else
		Hwrite_reg <= Hwrite;
end 
assign Hrdata = Prdata;    
assign Hresp = OKAY;    
endmodule
`timescale 1ns / 1ps
module APB_Controller(Hclk, Hresetn, Hwrite, Hwrite_reg, valid, temp_selx, Hwdata1, Hwdata2, 
                    Haddr1, Haddr2, Penable, Pwrite, Pselx, Paddr, Pwdata, Hreadyout);
input Hclk, Hresetn, valid, Hwrite, Hwrite_reg;
input [2:0] temp_selx;
input [31:0] Haddr1, Haddr2, Hwdata1, Hwdata2; 
output reg Pwrite, Penable, Hreadyout;  
output reg [2:0] Pselx;
output reg [31:0] Paddr, Pwdata;
parameter ST_IDLE = 3'b000,
          ST_WWAIT = 3'b001,
          ST_READ = 3'b010,
          ST_WRITE = 3'b011,
          ST_WRITEP = 3'b100,
          ST_RENABLE = 3'b101,
          ST_WENABLE = 3'b110,
          ST_WENABLEP = 3'b111;
reg [2:0] stateP = ST_IDLE;
reg [2:0] stateN = ST_IDLE;       
always @(posedge Hclk)
begin: Reset_Logic
    if(Hresetn == 0)
        stateP <= ST_IDLE;
    else
        stateP <= stateN;
end
always @(stateP, valid, Hwrite, Hwrite_reg)
begin: NextState_Logic
case(stateP)
    ST_IDLE:
    begin
        if(~valid)
            stateN = ST_IDLE;
        else if (valid && Hwrite)
            stateN = ST_WWAIT;
        else if (valid && ~Hwrite)
            stateN = ST_READ;  
    end
    ST_WWAIT:
    begin
        if(~valid)
            stateN = ST_WRITE;
        else
            stateN = ST_WRITEP;
    end
    ST_READ: stateN = ST_RENABLE;
    ST_WRITE:
    begin
        if(~valid)
            stateN = ST_WENABLE;
        else
            stateN = ST_WENABLEP;           
    end
    ST_WRITEP: stateN = ST_WENABLEP;   
    ST_RENABLE:
    begin
        if(~valid)
            stateN = ST_IDLE;
        else if (valid && Hwrite)
            stateN = ST_WWAIT;
        else if (valid && ~Hwrite)
            stateN = ST_READ;
    end
    ST_WENABLE:
    begin
        if(~valid)
            stateN = ST_IDLE;
        else if (valid && Hwrite)
            stateN = ST_WWAIT;
        else if (valid && ~Hwrite)
            stateN = ST_READ;
    end  
    ST_WENABLEP:
    begin
        if(~Hwrite_reg)
            stateN = ST_READ;
        else if(~valid && Hwrite_reg)
            stateN = ST_WRITE;
        else if(valid && Hwrite_reg)
            stateN = ST_WRITEP;
    end
    default: stateN = ST_IDLE;   
endcase
end 
reg Penable_temp, Hreadyout_temp, Pwrite_temp;
reg [2:0] Pselx_temp;
reg [31:0] Paddr_temp, Pwdata_temp;
reg pending;
always @(*)
begin: Combinational_Output_Logic
    case(stateP)
        ST_IDLE:
        begin
            Pselx_temp = 0;           
            Penable_temp = 0;         
            Hreadyout_temp = 1;       
        end
        ST_WWAIT:
        begin 
            pending = 1;                
            Pselx_temp = 0;          
            Penable_temp = 0;
            Hreadyout_temp = 1;
        end
        ST_READ:
        begin
            Paddr_temp = Haddr1;        
            Pselx_temp = temp_selx;    
            Pwrite_temp = 0;           
            Penable_temp = 0;          
            Hreadyout_temp = 0;        
        end
        ST_WRITE:
        begin
            Paddr_temp = Haddr1;       
            Pselx_temp = temp_selx;    
            Pwrite_temp = 1;           
            Penable_temp = 0;          
            Hreadyout_temp = 0;        
            Pwdata_temp = Hwdata1;
        end
        ST_WRITEP:
        begin
            if(pending==1)                 
            begin
                Paddr_temp = Haddr1;
                Pwdata_temp = Hwdata1;
            end
            else
            begin
                Paddr_temp = Haddr2;
                Pwdata_temp = Hwdata2;
            end
            Pselx_temp = temp_selx;     
            Pwrite_temp = 1;            
            Penable_temp = 0;           
            Hreadyout_temp = 0;         
        end
        ST_RENABLE:
        begin
            Penable_temp = 1;           
            Hreadyout_temp = 1;         
            Pselx_temp = temp_selx;     
        end
        ST_WENABLE:
        begin
            Penable_temp = 1;           
            Hreadyout_temp = 1;         
            Pselx_temp = temp_selx;     
        end
        ST_WENABLEP:
        begin
            pending = 0;
            Penable_temp = 1;           
            Hreadyout_temp = 1;         
            Pselx_temp = temp_selx;       
        end    
    endcase
end
always @(posedge Hclk)
begin: Sequential_Output_Logic
    if(~Hresetn)
    begin
        Paddr <= 0;
	    Pwrite <= 0;
	    Pselx <= 0;
	    Pwdata <= 0;
	    Penable <= 0;
	   Hreadyout <= 0;
    end
    else
    begin
        Paddr <= Paddr_temp;
        Pwrite <= Pwrite_temp;
        Pselx <= Pselx_temp;
        Pwdata <= Pwdata_temp;
        Penable <= Penable_temp;
        Hreadyout <= Hreadyout_temp;
    end    
end
endmodule
`timescale 1ns / 1ps
module BridgeTop(Hclk, Hresetn, Hwrite, Hreadyin, Hreadyout, Hwdata, Haddr, Htrans,
                Prdata, Penable, Pwrite, Pselx, Paddr, Pwdata, Hresp, Hrdata);
input Hclk, Hresetn, Hwrite, Hreadyin;
input[1:0] Htrans;
input [31:0] Hwdata, Haddr, Prdata;
output Penable, Pwrite, Hreadyout;
output [1:0] Hresp; 
output [2:0] Pselx;
output [31:0] Paddr, Pwdata, Hrdata;
wire valid, Hwrite_reg;
wire [2:0] temp_selx;  
wire [31:0] Haddr1, Haddr2, Hwdata1, Hwdata2;
AHB_Slave Slave(Hclk, Hresetn, Hreadyin, Hwrite, Htrans, Haddr, Hwdata, Prdata,
        valid, Hwrite_reg, Hresp, temp_selx, Haddr1, Haddr2, Hwdata1, Hwdata2, Hrdata);
APB_Controller FSM(Hclk, Hresetn, Hwrite, Hwrite_reg, valid, temp_selx, Hwdata1, Hwdata2, 
                    Haddr1, Haddr2, Penable, Pwrite, Pselx, Paddr, Pwdata, Hreadyout);
endmodule
```
`/design/flow/config.mk`:
```
export PLATFORM = sky130hd
export DESIGN_NAME = BridgeTop
export DESIGN_NICKNAME = BridgeTop
export VERILOG_FILES = /design/flow/design.v
export SDC_FILE = /design/flow/constraint.sdc
export NUM_CORES = 4
export LEC_CHECK = 1
export CORE_UTILIZATION = 30
```
`/design/flow/constraint.sdc`:
```
current_design BridgeTop

set clk_period 2.9
set clk_io_pct 0.2

create_clock -name clk0 -period $clk_period [get_ports {Hclk}]

set non_clock_inputs [all_inputs -no_clocks]
set_input_delay [expr $clk_period * $clk_io_pct] -clock clk0 $non_clock_inputs
set_output_delay [expr $clk_period * $clk_io_pct] -clock clk0 [all_outputs]
```
`/design/flow/run.sh`:
```
#!/bin/bash
# OpenROAD 26Q1-2900-gdf79404cd8, Yosys 0.63+post, stock flow scripts
make -C /OpenROAD-flow-scripts/flow DESIGN_CONFIG=/design/flow/config.mk WORK_HOME=/design/flow/orfs finish
```
==> Flow_metrics.wiki <==
=== Synthesis and place and route ===
{| class="wikitable"
! Metric !! Value
|-
| Inserted Clock Buffers || 24
|-
| Detailed-route wire length per cell || 12.5 um
|-
| Number of DRC violations after detailed-routing iteration 0 || 118
|-
| Dominant Register Cell || dfxtp_1
|-
| # hold bufs at CTS || 0
|-
| Distinct cell type count after synthesis || 37
|-
| Peak fanout along the critical path || 1
|-
| Highest cell delay on the worst timing path || 520 ps
|-
| TritonCTS clock tree || done
|-
| Buffers inserted during post-CTS setup optimization || 0
|-
| Crit path launch type || flip-flop
|-
| Gate Count Post-Synth || 659
|-
| Post-CTS sizing || 0
|-
| Max-slew violations || 0
|-
| Number of I/O pins || 206
|-
| Deepest level of the CTS H-tree || 1
|-
| Count of final hold-check violations || 0
|-
| Hpwl dp || 8990 um
|-
| Maximum capacitance violations || 0
|-
| Largest area contributor in the netlist || dfxtp_1
|-
| Count of warning messages emitted by the tools || 26
|-
| Class of the most critical hold timing path || reg2reg
|-
| Flip-flops with a built-in enable || 0
|-
| Count of cells along the worst hold path || 1
|-
| Number of nets with antenna violations after detailed routing || 0
|-
| Post-route worst hold slack || 448 ps
|-
| Top cell area share || 49.6%
|-
| Worst Hold End || Slave.Hwdata2[16]
|-
| Ranking of synthesized cells by area || dfxtp_1 (50%), and2_1 (15%), dlxtn_1 (13%)
|-
| Layout cells sized above 1 || 14.4%
|-
| Unrepaired setup endpoints after global routing || false
|-
| CTS Root Buffer Type || clkbuf_16
|-
| Critical path's slowest cell || clkdlybuf4s50_1
|-
| Number of unconstrained endpoints || 73
|-
| Number of register pins that no clock reaches || 73
|-
| Worst Path Class, Setup || reg2out
|-
| Final total negative setup slack || 0 ps
|-
| Chip footprint || 27900 um2
|-
| Number of filler cells placed in the layout || 2464
|-
| CP Data Arrival Time || 1330 ps
|-
| Status || completed
|-
| Post-route cell area || 10300 um2
|-
| Post-Synthesis Cell Area || 8160 um2
|-
| Worst Hold Launch || Slave.Hwdata1[16]
|-
| Max IR drop VDD || 0.388 mV
|-
| Family with the most delay on the worst path || buffers and inverters
|-
| Transition time at the pin with the least slew margin || 575 ps
|-
| All-layer global routing usage || 10.4%
|-
| Time the final worst path needs with I/O delays and setup || 1910 ps
|-
| Maximum clock frequency || 524 MHz
|-
| Routability Congestion || 0.781
|-
| R2R Path End || FSM.stateP[2]
|-
| Core Density at Floorplan || 31.0%
|-
| Chip Width || 167 um
|-
| Post-synthesis average cell area || 12.4 um2
|-
| Number of antenna violations at the first check in global routing || 0
|-
| Crit path buf inv count || 1
|-
| Instance area at placement || 9560 um2
|-
| Required time of the critical path || 2320 ps
|-
| Cycle use final || 65.7%
|-
| Ratio of routed vias to standard cells || 3.95
|-
| Antenna cell count || 0
|-
| First drt pass iteration count || 4
|-
| Via count of the routed design || 4422
|-
| Proportion of synthesized flip-flops having asynchronous set or reset || 0%
|-
| Die boundary height || 167 um
|-
| Worst skew pair latency || 510 ps
|-
| Max Clock Skew || 5.78 ps
|-
| Total cells reported by yosys after synthesis || 659
|-
| Number of setup violations in the final report || 0
|-
| Gr ovfl total || 0
|-
| DRC Markers || 0
|-
| Area added between synthesis and finish || 26.9%
|-
| Cell types with the highest counts after synthesis || dfxtp_1 (202), and2_1 (198), dlxtn_1 (73)
|-
| Routed Wire Length || 14000 um
|-
| Worst rel slew slack || 61.7%
|-
| Longest Clk Path Bufs || 3
|-
| Number of global-route vias before repair || 4190
|-
| Power density over the cells || 609 nW/um2
|-
| Core Box Area || 26400 um2
|-
| Capturing element type of the critical path || output pin
|-
| CTS clock-pin slew for the worst setup and hold paths || 60 ps
|-
| Port bufs || 138
|-
| Cell depth of the worst flop-to-flop path || 4
|-
| Post-synthesis sequential element count || 275
|-
| R2R Path Start || FSM.stateP[2]
|-
| Cell chain of the critical path || clkdlybuf4s50_1
|-
| First-pass GRT wire length || 22400 um
|-
| Synthesized chip area reported by yosys || 8160 um2
|-
| Largest net degree at the start of global routing || 80
|-
| Number of standard-cell rows in the floorplan || 59
|-
| Leakage power of the design || 4.30 nW
|-
| Setup slack on the worst flop-to-flop path || 1330 ps
|-
| Layout Utilization || 39.3%
|-
| Most common cell in the netlist || dfxtp_1
|-
| Synthesis Warnings || 2
|}
## worst max-delay path by stage
stage,to,from,depth (start not counted)
finish,Penable,FSM.Penable,1
global route,Paddr[0],FSM.Paddr[0],1
CTS,Hreadyout,FSM.Hreadyout,1
## final cells by class
class	count	area [um2]	area share (%)
clock buffer	35	733	7.08
tap	335	419	4.05
clock inverter	6	60.1	0.580
multi-input combinational	319	2540	24.5
timing repair buffer	145	1440	14.0
sequential	275	5140	49.7
inverter	4	15.0	0.145
## per-layer routing
layer / vias up / part of all wire, % / GRT usage, %
met5: - / 0 / 0
met3: 28 / 5.0 / 2.23
li1: 2277 / - / -
met1: 2030 / 45 / 14.5
met4: 0 / 2.9 / 2.78
met2: 87 / 47 / 16.7
## worst register-to-register path, delay by kind of cell (launching register included)
kind,cells,cell delay (ps)
AOI/OAI and AO/OA,1,100
latches,1,350
and+or+nand+nor,2,590
DFF,1,480
## per-stage QoR
step,setup slack (ps),cells,total power [W]
CTS,949,1119,0.00643
floorplan,1420,663,0.00325
detailed placement,890,1078,0.00344
global route,927,1119,0.00660
finish,993,1119,0.00630
global placement,912,1078,0.00344
## cell usage in the layout, fill, tap and decap left out, types with 2 or more instances in the layout
cell | Yosys | layout
clkbuf_16 | 0 | 25
and3_1 | 4 | 4
nand3_1 | 4 | 4
dlxtn_1 | 73 | 73
clkbuf_8 | 0 | 7
clkinv_2 | 0 | 3
nand4_1 | 7 | 7
inv_1 | 4 | 4
clkbuf_1 | 23 | 3
mux2_4 | 60 | 60
clkinvlp_4 | 0 | 2
clkdlybuf4s50_1 | 0 | 137
o221ai_1 | 2 | 2
conb_1 | 1 | 5
nand2b_1 | 2 | 2
and2_1 | 198 | 198
dfxtp_1 | 202 | 202
buf_4 | 35 | 7
nor3b_1 | 3 | 3
nand2_1 | 6 | 6
a21oi_1 | 2 | 2
nand3b_1 | 2 | 2
nor4_1 | 2 | 2
nor2_1 | 3 | 3
mux2_2 | 4 | 4
## cell families after synthesis
group / after synthesis / share of synthesized area (%)
simple gates: 239 / 18.3
flops: 202 / 49.6
latches: 73 / 13.5
buf+inv: 69 / 6.07
mux: 64 / 11.6
compound gates: 11 / 0.951
other cells: 1 / 0.0460
## report_power, final
part,total [W],switching (W),internal (W)
clock,0.00293,0.00111,0.00183
combinational,0.000360,0.000105,0.000255
sequential,0.00301,0.0000468,0.00296
total,0.00630,0.00126,0.00505
Power figures rest on the tool's default switching activity, not on a simulated workload.
